==> flow/config.mk <==
export PLATFORM = sky130hd
export DESIGN_NAME = withDebounce
export DESIGN_NICKNAME = withDebounce
export VERILOG_FILES = /design/flow/design.v
export SDC_FILE = /design/flow/constraint.sdc
export NUM_CORES = 4
export LEC_CHECK = 1
export CORE_AREA = 10 10 74 74
export DIE_AREA = 0 0 84 84
==> flow/constraint.sdc <==
current_design withDebounce

set clk_period 1.5
set clk_io_pct 0.2

create_clock -name clk0 -period $clk_period [get_ports {Clk}]

set non_clock_inputs [all_inputs -no_clocks]
set_input_delay [expr $clk_period * $clk_io_pct] -clock clk0 $non_clock_inputs
set_output_delay [expr $clk_period * $clk_io_pct] -clock clk0 [all_outputs]
==> flow/design.v <==
`timescale 1ns / 1ps
`default_nettype none
module withDebounce(LEDs, BTN, Clk);
    output reg [3:0] LEDs;
    input wire BTN, Clk;
    parameter n = 5;
    wire notMsb, Rst, En, Debounced;
    reg Synchronizer0, Synchronized;
    reg [n-1:0] Count;
    reg edge_detect0;
    wire rising_edge;
     initial
        LEDs=0; 
    always@(posedge Clk)
      begin
        Synchronizer0 <= BTN;
        Synchronized <= Synchronizer0;
      end
    always@(posedge Clk)
        if(Rst)
            Count <= 0;
        else if(En)
            Count <= Count + 1;
    assign notMsb = ~Count[n-1];
    assign En = notMsb & Synchronized;
    assign Rst = ~Synchronized;
    assign Debounced = Count[n-1];
    always@(posedge Clk)
        edge_detect0 <= Debounced;
    assign rising_edge = ~edge_detect0 & Debounced;
    always@(posedge Clk)
        if(rising_edge)
            LEDs <= LEDs + 1;
endmodule
==> flow/run.sh <==
#!/bin/bash
# OpenROAD 26Q1-2900-gdf79404cd8, Yosys 0.63+post, stock flow scripts
make -C /OpenROAD-flow-scripts/flow DESIGN_CONFIG=/design/flow/config.mk WORK_HOME=/design/flow/orfs finish
==> metrics.csv <==
metric,value,unit
startpoint_type,flip-flop,
pre_cts_slack,0.339,ns
ff_type,dfxtp_1,
num_antenna_cells,0,
cts.clk_slew.worst_paths,0.05,ns
final_layout_size_suffix_gt1_frac,0.0750,
post_cts_buffers,0,
die_width,84,um
drtPass1Iterations,2,
grt_pass1_wl,924,um
arrival,1.10,ns
vias,235,
antenna_found_initial,0,
grt_start_max_net_pins,8,
fp_util,0.107,
fin_setup_tns,0,ns
gr-total-overflow,0,
internal_power,537,uW
power_switching,120,uW
wl,566,um
min_period,1.40,ns
finalMaxSlewViolations,0,
cts-root-buf,clkbuf_8,
worst-setup-path-type,reg -> out,
rr_worst_depth,1,
gp_congestion,0.593,
clk_path_buf_depth,2,
slew_headroom,0.796,
required,1.20,ns
edf_count,4,
hp-class,reg -> reg,
common_cells,"dfxtp_1 (8), edfxtp_1 (4), xnor2_1 (4)",
syn_area,427,um^2
finalClockPeriodUsage,0.934,
crit_fanout,4,
crit_slowest_cell,clkdlybuf4s50_1,
post_cts_resize_count,0,
ant_nets,0,
fill_cells,445,
post_dp_cell_area,539,um^2
core-area,0.00397,mm^2
fmax,0.714,GHz
vias_per_cell,2.61,
ys_area,427,um^2
ys_ff,12,
worst_path_largest_cell_delay,0.48,ns
ir_drop,0.000444,V
die_area,0.00706,mm^2
cts_hold_buf,0,
grt_usage,0.0155,
sw_frac_of_total,0.183,
crit_chain,clkdlybuf4s50_1,
drc_errors,0,
port_buffers,5,
finalInstanceArea,584,um^2
tightest_slew,0.305,ns
async_flop_share,0,
clock_latency,0.23,ns
rsz0062_at_grt,false,
worstReg2RegStart,Count[4],
seq_power_share,0.536,
reg2reg_to,LEDs[2],
rows,23,
cts_tree,yes,
wl_per_cell,6.29,um
clkSinkCount,12,
yosysCellCount,31,
areaGrowthSynthToFinish,37.0,%
die_height,84,um
postSynthAreaPerCell,13.8,um^2
fin_ws,0.0995,ns
critical_path.endpoint_type,output port,
ys_top_cells_by_area,"dfxtp_1 (38%), edfxtp_1 (28%), xnor2_1 (8.2%), ha_1 (5.9%), and2_1 (4.4%)",
path_depth,1,
most_common_cell,dfxtp_1,
power.density,1120,mW/mm^2
hold_violations,0,
ys_seq_share,0.657,
netlist_instances,31,
h-tree-depth,1,
status,completed,
top_area_cell,dfxtp_1,
finalPower,657,uW
synth_cell_types,13,
warnings,25,
drt_iter0_markers,18,
path_buffers,1,
combPwrFrac,0.031,
clockPowerShare,0.433,
crit_end,LEDs[0],
yosysWarningCount,1,
worst-r2r-setup-slack,0.40,ns
drv_cap,0,
cellLeakagePower,0.000201,uW
final_util,0.147,
crit_start,LEDs[0],
setup_viol,0,
grt_pass1_vias,229,
crit_family,buffers and inverters,
clock_skew,0.00330,ns
ios,6,
cts_buffers,3,
top_cell_area_share,0.375,
## worst min-delay path by stage
stage	from	to	slack [ns]	depth (start not counted)
after global routing	Synchronizer0	Synchronized	0.34	0
after CTS	Synchronizer0	Synchronized	0.33	0
final	Synchronizer0	Synchronized	0.32	0
## registers in the layout (all words and copies together) (netlist names)
| register | cells |
|---|---|
| Count | 5 |
| LEDs | 4 |
| Synchronized | 1 |
| Synchronizer0 | 1 |
| edge_detect0 | 1 |
## metrics by stage
| step | std cells | hold WS (ns) |
|---|---|---|
| 6_report | 90 | 0.324 |
| 5_1_grt | 90 | 0.344 |
| 4_1_cts | 90 | 0.327 |
| 3_5_place_dp | 86 | 0.315 |
| 3_3_place_gp | 86 | 0.311 |
| 2_1_floorplan | 31 | 0.310 |
## metal layers
metal | up-vias | global-route usage | share of wire
li1 | 122 | - | -
met1 | 103 | 0.0191 | 0.48
met2 | 10 | 0.0160 | 0.36
met3 | 0 | 0.0187 | 0.16
met4 | 0 | 0.00304 | 0
met5 | - | 0 | 0
## cell families after synthesis
family / Yosys count / synth area share
adder cells (fa/ha/maj): 2 / 0.0586
multiplexers: 1 / 0.0235
buffers and inverters: 1 / 0.00879
AND-OR/OR-AND: 1 / 0.0147
flip-flops: 12 / 0.657
AND/OR/NAND/NOR: 9 / 0.135
XOR/XNOR: 5 / 0.103
## power groups by stage
stage         Sequential [uW]  Combinational, uW  Clock [uW]
CTS                       352               21.0         294
global route              353               22.6         311
finish                    352               20.0         285
## cells in the final DEF, fill, tap and decap left out
master and instances:
xnor2_1 4, nand4b_1 1, nand2b_1 1, and2_1 3, clkdlybuf4s50_1 5, mux2i_1 1, dfxtp_1 8, nor2b_1 3
clkinv_1 1, a31oi_1 1, nand3_1 1, xor2_1 1, inv_1 1, edfxtp_1 4, ha_1 2, clkbuf_8 3
## cell type report
cell class	count	area (um^2)	share of cell area
clock buffer	3	41.3	0.0707
clock inverter	1	3.75	0.00642
inverter	1	3.75	0.00642
multi-input combinational	18	143	0.244
sequential	12	280	0.480
tap	50	62.6	0.107
timing repair buffer	5	50.0	0.0857
Power is estimated from default activity; no workload was simulated.
