===== flow/config.mk =====
export PLATFORM = sky130hd
export DESIGN_NAME = four_bit_alu
export DESIGN_NICKNAME = four_bit_alu
export VERILOG_FILES = /design/flow/design.v
export SDC_FILE = /design/flow/constraint.sdc
export NUM_CORES = 4
export LEC_CHECK = 1
export CORE_AREA = 10 10 70 70
export DIE_AREA = 0 0 80 80

===== flow/constraint.sdc =====
current_design four_bit_alu

set clk_period 2.5
set clk_io_pct 0.2

create_clock -name clk0 -period $clk_period

set non_clock_inputs [all_inputs -no_clocks]
set_input_delay [expr $clk_period * $clk_io_pct] -clock clk0 $non_clock_inputs
set_output_delay [expr $clk_period * $clk_io_pct] -clock clk0 [all_outputs]

===== flow/design.v =====
`timescale 1ns / 1ps
`default_nettype none
module add_sub( 
    output wire [3:0] Sum,   
    output wire Overflow,  
    input wire [3:0] opA,  
    input wire [3:0] opB,  
    input wire opSel  
);
wire [3:0] notB;  
wire c0,c1,c2,c3; 
assign notB[0] = opB[0] ^ opSel;  
assign notB[1] = opB[1] ^ opSel;
assign notB[2] = opB[2] ^ opSel;
assign notB[3] = opB[3] ^ opSel;
full_adder adder0(Sum[0],c0,opA[0],notB[0],opSel);
full_adder adder1(Sum[1],c1,opA[1],notB[1],c0);
full_adder adder2(Sum[2],c2,opA[2],notB[2],c1);
full_adder adder3(Sum[3],c3,opA[3],notB[3],c2);
assign Overflow = c3 ^ c2;  
endmodule
`timescale 1ns / 1ps
`default_nettype none
module four_bit_alu(
output wire [3:0] Result, 
output wire Overflow,  
input wire [3:0] opA, opB,  
input wire [1:0] ctrl  
    );  
wire  flowOver;  
wire [3:0] add_sub_result;  
wire [3:0] A3B3;  
assign A3B3 =  opA & opB;
add_sub add_subUnit(add_sub_result, flowOver, opA, opB, ctrl[1]);     
four_bit_mux Mux0000(Result,A3B3,add_sub_result,ctrl[0]);
assign Overflow = flowOver & ctrl[0];  
endmodule
`timescale 1ns / 1ps
`default_nettype none
    module four_bit_mux(Y,A,B,S);
    input wire [3:0] A,B;  
    input wire S;  
    output wire [3:0] Y;  
    two_one_mux MUX0(Y[0],A[0],B[0],S);
    two_one_mux MUX1(Y[1],A[1],B[1],S);
    two_one_mux MUX2(Y[2],A[2],B[2],S);   
    two_one_mux MUX3(Y[3],A[3],B[3],S);
endmodule
`timescale 1ns / 1ps
`default_nettype none
module full_adder(S,Cout,A,B,Cin);
    input wire A,B,Cin;  
    wire andBCin, andACin, andAB;  
    output wire S;
    output wire Cout;
    assign S=A^B^Cin;
    assign andAB = A&B;
    assign andBCin = B&Cin;
    assign andACin = A&Cin;
    assign Cout = andAB | andBCin | andACin; 
endmodule
`timescale 1ns / 1ps
`default_nettype none
module two_one_mux(Y,A ,B, S);  
    output wire Y;  
    input wire A,B,S;
    wire notS;
    wire andA;
    wire andB;  
    not not0(notS,S);
    and and0(andA, notS, A);
    and and1(andB, S,B);
    or or0(Y,andA,andB);
endmodule  

===== flow/run.sh =====
#!/bin/bash
# OpenROAD 26Q1-2900-gdf79404cd8, Yosys 0.63+post, stock flow scripts
make -C /OpenROAD-flow-scripts/flow DESIGN_CONFIG=/design/flow/config.mk WORK_HOME=/design/flow/orfs finish

==> Implementation_results.wiki <==
== Run summary ==
{| class="wikitable"
! Metric !! Value
|-
| Post-layout instance area || roughly 440 sq um
|-
| Synth top cells by count || 6 x sky130_fd_sc_hd__nand2_1, 4 x sky130_fd_sc_hd__buf_4, 3 x sky130_fd_sc_hd__xor2_1
|-
| Outcome || finished with violations
|-
| Max frequency || 0.383 GHz
|-
| Normalized max-slew margin || between 80% and 90%
|-
| Worst vdd rail ir drop || 0.0000641 V
|-
| Final Hold Violating Endpoints || 0
|-
| Element type at the critical path start || primary input
|-
| Hold bufs inserted after CTS || 0
|-
| Total of warnings raised by yosys || 0
|-
| Clock buffer count in the final layout || 0
|-
| Share of post-route cells with drive strength above 1 || roughly 47%
|-
| Top cell area share || 17.9%
|-
| Pre-Repair DR Iteration Count || 3
|-
| Netlist cell types || 12
|-
| Mean area per synthesized cell || roughly 8.6 sq um
|-
| Routed wire length per instance || 7.78 um
|-
| Layout Utilization || between 10% and 20%
|-
| Count of instantiated cells in the yosys netlist || 26
|-
| Leakage power || roughly 0.19 nW
|-
| Arrival time worst endpoint || between 2 and 2.5 ns
|-
| 1st-iter DRT viols || 3
|-
| Mux area share || ~15%
|-
| Simple logic cell fraction of the synthesized area || a little over an eighth
|-
| Number of placement rows || 21
|-
| Dominant combinational cell family by area after synthesis || adder cells
|-
| Failing checks || setup timing
|-
| Die W || around 80 um
|-
| ANT cells || 0
|-
| Setup repair after global routing missed its margin || yes
|-
| Most common cell in the netlist || sky130_fd_sc_hd__nand2_1
|-
| ANT nets after route || 0
|-
| Min-Delay Path Class || primary input to primary output
|-
| DRC Markers || 0
|-
| Grt ovf || 0
|-
| Antenna violations before repair || 0
|-
| Count of port buffers added during placement || 15
|-
| Fraction of the yosys area taken by sequential cells || 0%
|-
| Transition time at the pin with the least slew margin || between 0.2 and 0.3 ns
|-
| Area growth from synthesis to final layout || 98.3%
|-
| Share of the clock period used by the worst path || 104%
|-
| Overall Global Routing Usage || approximately 2.1%
|-
| Total tool warning count || 34
|-
| Final-report setup violation count || 2
|-
| Post-detailed-placement cell area || ~430 sq um
|-
| Via count || around 240
|-
| Cells after Synth || 26
|-
| Chip Height || 80 um
|-
| Core Util at FP || ~6.6%
|-
| Endpoint type of the worst setup path || primary output
|-
| Count of pins on the block boundary || 15
|-
| Type of the worst setup path || primary input to primary output
|-
| Dominant cell type by area after synthesis || sky130_fd_sc_hd__fa_1
|-
| Setup WS post-layout || -0.110 ns
|-
| Post-detailed-placement half-perimeter wirelength || just over 600 um
|-
| Max Fanout on Critical Path || 2
|-
| Wire length of the first global-routing pass || 1130 um
|-
| Sequential standard cell area || 0 sq um
|-
| Flops || 0
|-
| Post-synthesis chip area from yosys || between 200 and 250 sq um
|-
| Maximum number of pins on one net before global-route repair || 6
|-
| Time the worst path needs with I/O delays and setup || 2.61 ns
|-
| DR vias/cell || approximately 2.7
|-
| Xor and xnor fraction of the mapped netlist area || 15.6%
|-
| GPL Wtd Cong || just under 0.8
|-
| Power per standard cell area || 194 nW/um^2
|-
| Post-synthesis adder-cell area fraction || around 29%
|-
| Aoi/oai-family share of the synthesized area || about an eighth
|-
| Routed wire length || a little under 700 um
|-
| Ranking of synthesized cells by area || sky130_fd_sc_hd__fa_1 18%, sky130_fd_sc_hd__buf_4 13%, sky130_fd_sc_hd__xor2_1 12%
|-
| Max_cap viols || 0
|-
| Vias in the first global route || approximately 230
|-
| Final tally of max-slew violations || 0
|-
| Data required time at the worst endpoint || roughly 2.0 ns
|-
| Overall chip area || roughly 6400 sq um
|-
| Area of the core || 3420 sq um
|-
| Synthesized cell area || around 220 sq um
|}
==> critical path, cell delays in order <==
cell and delay (ns):
sky130_fd_sc_hd__buf_6 0.09, sky130_fd_sc_hd__mux2_4 0.29, sky130_fd_sc_hd__fa_2 0.36, sky130_fd_sc_hd__fa_2 0.38, sky130_fd_sc_hd__buf_6 0.13, sky130_fd_sc_hd__nand3b_1 0.16, sky130_fd_sc_hd__o41ai_2 0.06, sky130_fd_sc_hd__buf_2 0.14
==> placed cells by master, fill, tap and decap left out, drive strengths merged <==
cell,instances
mux2,2
buf,13
dlygate4sd2,2
nand2,6
xnor2,1
fa,2
xor2,3
o21ai,2
mux2i,1
nand3b,1
clkbuf,1
ha,2
clkdlybuf4s50,6
o41ai,1
==> layout make-up <==
| class | instances | area [sq um] |
|---|---|---|
| Fill cell | 396 | 2970 |
| Multi-Input combinational cell | 21 | 205 |
| Timing Repair Buffer | 22 | 181 |
| Tap cell | 46 | 57.6 |
==> routing by layer <==
layer | vias up | global-route usage, % | part of all wire, %
met5 | - | 0 | 0
met4 | 0 | 0 | 0
met3 | 0 | 1.25 | 21
met2 | 15 | 2.49 | 25
met1 | 106 | 3.32 | 54
li1 | 120 | - | -
==> power by group <==
group / total [mW] / switching [mW] / internal (mW)
sequential: 0 / 0 / 0
combinational: 0.0860 / 0.0315 / 0.0544
clock: 0 / 0 / 0
==> through the flow <==
step	hold WS (ns)	total power [mW]	TNS, ns	std cells	worst slack [ns]
floorplan	1.04	0.0458	0	26	0.0442
global placement	1.97	0.0851	-3.07	87	-0.934
detailed placement	1.98	0.0876	-3.14	87	-0.953
CTS	1.60	0.0873	-0.418	89	-0.226
global route	1.50	0.0980	-0.373	89	-0.206
finish	1.45	0.0860	-0.118	89	-0.110
==> worst paths after layout <==
check	depth (start not counted)	end	startpoint	slack, ns
setup / recovery	8	Overflow	opB[0]	-0.11
hold / removal	4	Result[1]	opB[1]	1.45
==> logic make-up after synthesis <==
kind of cell,Yosys count
compound gates,3
xor+xnor,4
fa+ha+maj,4
buf+inv,5
mux,3
simple gates,7
==> what timing repair did <==
| action | CTS | global route |
|---|---|---|
| setup endpoints to repair | 4 | 3 |
| resized | 32 | 3 |
| setup buffers | 2 | 0 |
| pin swaps | 4 | 2 |
Power is estimated from default activity; no workload was simulated.
