==> design.v <==
`timescale 1ns / 1ps
`default_nettype none
module block_carry_lookahead_unit(G_star, P_star,C,G,P,C0);
output wire G_star, P_star;
output wire [3:1] C;  
input wire [3:0] G,P;
input wire C0;
assign C[1] = G[0] | P[0]&C0;
assign C[2] = G[1] | (P[1]&G[0]) | (P[1]&P[0]&C0);
assign C[3] = G[2] | (P[2]&G[1]) | (P[2]&P[1]&G[0]) | (P[2]&P[1]&P[0]&C0);
assign G_star  = G[3]|(P[3]&G[2])|(P[3]&P[2]&G[1])|(P[3]&P[2]&P[1]&G[0]);
assign P_star = P[3]&P[2]&P[1]&P[0];
endmodule
`timescale 1ns / 1ps
`default_nettype none
module carry_lookahead_16bit(Cout,S,X,Y,Cin);
output wire Cout;  
output wire [15:0] S;
input wire [ 15:0 ] X,Y;  
input wire Cin;
wire [16:0] C;
wire [15:0] P,G;
wire [ 3:0] P_star, G_star;
assign C[0] = Cin;
generate_propagate_unit GPU(G,P,X,Y);
block_carry_lookahead_unit BCLAU0(
.G_star(G_star[0]),
.P_star(P_star[0]),
.C(C[3:1]),
.G(G[3:0]),
.P(P[3:0]),
.C0(C[0])
);
block_carry_lookahead_unit BCLAU1(
.G_star(G_star[1]),
.P_star(P_star[1]),
.C(C[7:5]),
.G(G[7:4]),
.P(P[7:4]),
.C0(C[4])
);
block_carry_lookahead_unit BCLAU2(
.G_star(G_star[2]),
.P_star(P_star[2]),
.C(C[11:9]),
.G(G[11:8]),
.P(P[11:8]),
.C0(C[8])
);
block_carry_lookahead_unit BCLAU3(
.G_star(G_star[3]),
.P_star(P_star[3]),
    .C(C[15:13]),
    .G(G[15:12]),
    .P(P[15:12]),
    .C0(C[12])
    );
carry_lookahead_unit CLAU(
        .C({C[16],C[12],C[8],C[4]}),
        .G(G_star),
        .P(P_star),
        .C0(C[0])
        );
summation_unit Su(S,P,C[15:0]);
assign Cout = C[16];
endmodule
`timescale 1ns / 1ps
`default_nettype none
module generate_propagate_unit( G, P, X,Y);
output wire [15:0] G,P;
input wire [15:0] X,Y;
assign G =  X & Y;
assign P = X ^ Y;
endmodule
module carry_lookahead_unit(C,G,P,C0);
output wire [4:1] C;  
input wire [3:0] G, P;
input wire C0;  
assign  C[1] = G[0] | P[0] & C0;
assign C[2] = G[1] | P[1]&G[0]|(P[1]&P[0]&C0);                                                                       
assign C[3] = G[2] | P[2]&G[1] | P[2]&P[1]&G[0] | P[2]&P[1]&P[0]&C0;                                                 
assign C[4] = G[3] | P[3]&G[2] | P[3]&P[2]&G[01] | P[3]&P[2]& P[1]&G[0] |(P[3]&P[2]&P[1]&P[0]&C0);    
endmodule
module summation_unit(S,P,C);
output wire [15:0] S;  
input wire [15:0] P,C;  
assign S = P^C;
endmodule
==> run.sh <==
#!/bin/bash
# OpenROAD 26Q1-2900-gdf79404cd8, Yosys 0.63+post, stock flow scripts
make -C /OpenROAD-flow-scripts/flow DESIGN_CONFIG=/design/flow/config.mk WORK_HOME=/design/flow/orfs finish
==> config.mk <==
export PLATFORM = sky130hd
export DESIGN_NAME = carry_lookahead_16bit
export DESIGN_NICKNAME = carry_lookahead_16bit
export VERILOG_FILES = /design/flow/design.v
export SDC_FILE = /design/flow/constraint.sdc
export NUM_CORES = 4
export LEC_CHECK = 1
export CORE_AREA = 10 10 70 70
export DIE_AREA = 0 0 80 80
==> constraint.sdc <==
current_design carry_lookahead_16bit

set clk_period 12.6
set clk_io_pct 0.2

create_clock -name clk0 -period $clk_period

set non_clock_inputs [all_inputs -no_clocks]
set_input_delay [expr $clk_period * $clk_io_pct] -clock clk0 $non_clock_inputs
set_output_delay [expr $clk_period * $clk_io_pct] -clock clk0 [all_outputs]
==> out/results.txt <==
non-filler cells, final -> 178
setup violators final -> 0
critical path class -> in2out
post-DP HPWL -> 1965 microns
max cap viols -> 0
number of distinct standard cells referenced by the synthesized netlist -> 32
critical path, cell by cell -> clkdlybuf4s50_1 -> ha_1 -> and2_4 -> a221oi_2 -> a21oi_1 -> or2_1 -> a41o_1 -> a21o_1 -> fa_1 -> xor2_1 -> clkdlybuf4s50_1
top cell type by total area after synthesis -> sky130_fd_sc_hd__ha_1
unrepaired setup endpoints after global routing -> no
clock network fraction of design power -> 0
post-synthesis chip area from yosys -> 709.4 sq um
pin count of the biggest net entering global routing -> 6
Post-Place Cells -> 178
worst-margin pin slew -> 0.5685 ns
x dimension of the die -> 80 microns
routability congestion estimate -> 0.7884
number of design rule violations left after detail routing -> 0
wire length of the first global-routing pass -> 3525 microns
worst ir drop on vdd -> 0.01656 mV
PnR Total Power -> 0.00006411 W
effective utilization at floorplan -> 0.2077
Final TNS setup -> 0 ns
combined global-route utilization of all metal layers -> 0.06431
cell with the most instances after synthesis -> sky130_fd_sc_hd__ha_1
Switching Power -> 0.00002194 W
Crit. Startpoint -> X[2]
Post-Synthesis Cell Area -> 709.4 sq um
Die ar. -> 6400 sq um
leakage power total -> 0.5336 nW
Syn Inst Count -> 83
pwr/cell area -> 51.04 nW/um^2
core area -> 3416 sq um
tool warnings -> 32
Via Count -> 762
number of cell instances after yosys synthesis -> 83
number of placement rows -> 21
share of total power in combinational logic -> 1.000
layout-stage area growth over the synthesis result -> 77.07%
maximum fanout encountered on the critical timing path -> 5
most used standard cells in the synthesized netlist -> 16 x sky130_fd_sc_hd__ha_1, 7 x sky130_fd_sc_hd__inv_1, 6 x sky130_fd_sc_hd__a21oi_1
Seq cells -> 0
overflow left after global routing -> 0
type of origin of the critical path -> input port
share of final-layout standard cells stronger than drive strength 1 -> 0.02273
Pre-antenna DRT Iters -> 4
count of hold-fix buffers inserted at cts -> 0
final WL -> 2144 microns
Avg Synthesized Cell Area -> 8.547 sq um
number of global-route vias before repair -> 794
number of resized instances in the post-cts repair step -> 0
count of clock-net buffers in the final layout -> 0
arrival time reported for the critical path endpoint -> 5.65 ns
# diodes -> 0
sequential fraction of the synthesis area -> 0
ports placed on the boundary -> 50
number of port buffers -> 50
Die Span Y -> 80 microns
Pins Over Slew Limit -> 0
per-cell via count in the routed design -> 4.281
switching power share of the total -> 0.3422
number of warnings issued by yosys -> 0
sequential standard cell area -> 0 sq um
Hold Path Origin -> Y[14]
most used cell along the critical path -> sky130_fd_sc_hd__clkdlybuf4s50_1
headroom to the max-slew limit -> 0.6176
antenna violations before repair -> 0
Antenna Violating Nets Remaining -> 0
run status -> complete, no violations
minimum clock period after layout -> 8.173 ns
sequential fraction of design power -> 0
buffers inserted by post-CTS timing repair -> 0
Top cell area share -> 0.2822
WL/cell -> 12.04 microns
internal power contribution -> 0.00004218 W
endpoint type of the worst setup path -> output port
maximum clock frequency -> 122.4 MHz
final hold violation count -> 0
class of the most critical hold timing path -> in2out
Crit-path slowest cell -> sky130_fd_sc_hd__clkdlybuf4s50_1
drt initial violations -> 11
maximum cell stage delay along the critical path -> 0.49 ns
cycle use final -> 0.6486
Req. time, crit path -> 10.08 ns
leading post-synthesis cells by cell area -> sky130_fd_sc_hd__ha_1 28%, sky130_fd_sc_hd__fa_1 11%, sky130_fd_sc_hd__xnor2_1 6.2%, sky130_fd_sc_hd__xor2_1 6.2%, sky130_fd_sc_hd__a21oi_1 4.2%
## through the flow
step	setup WS (ns)	hold slack, ns	utilization	instance area (sq um)
2_1_floorplan	5.462	5.147	-	709.4
3_3_place_gp	4.459	6.122	0.3678	1256
3_5_place_dp	4.444	6.116	0.3678	1256
4_1_cts	4.420	6.131	0.3678	1256
5_1_grt	4.256	6.171	0.3678	1256
6_report	4.427	6.116	0.3678	1256
## logic make-up after synthesis
family / synth area share
compound gates: 0.2646
xor+xnor: 0.1235
fa+ha+maj: 0.3951
buf+inv: 0.05292
simple gates: 0.1640
## critical path, delay by kind of cell
kind                       cells  cell delay, ns
xor gates and xnor gates       1            0.17
adders and majority gates      2            0.71
and+or+nand+nor                2            0.51
buffers and inverters          2            0.90
AOI/OAI and AO/OA              4            0.86
## placed cells by master, fill, tap and decap left out
master,count
sky130_fd_sc_hd__o21ai_0,2
sky130_fd_sc_hd__xor2_1,5
sky130_fd_sc_hd__a21oi_1,6
sky130_fd_sc_hd__a31oi_1,1
sky130_fd_sc_hd__nand3b_1,2
sky130_fd_sc_hd__nor2_1,3
sky130_fd_sc_hd__nand2_1,5
sky130_fd_sc_hd__a211o_1,1
sky130_fd_sc_hd__a41o_1,1
sky130_fd_sc_hd__nor2b_1,2
sky130_fd_sc_hd__nor3_1,2
sky130_fd_sc_hd__a221oi_1,1
sky130_fd_sc_hd__xnor2_1,5
sky130_fd_sc_hd__nand4_1,1
sky130_fd_sc_hd__fa_1,4
sky130_fd_sc_hd__and3_1,1
sky130_fd_sc_hd__ha_1,16
sky130_fd_sc_hd__a211oi_1,2
sky130_fd_sc_hd__a221oi_2,1
sky130_fd_sc_hd__a2111oi_4,1
sky130_fd_sc_hd__and2_4,1
sky130_fd_sc_hd__a21o_1,2
sky130_fd_sc_hd__or2_1,1
sky130_fd_sc_hd__o21bai_1,1
sky130_fd_sc_hd__a311oi_1,1
sky130_fd_sc_hd__a22oi_1,1
sky130_fd_sc_hd__nand3_1,3
sky130_fd_sc_hd__a311o_1,1
sky130_fd_sc_hd__inv_1,7
sky130_fd_sc_hd__and2_1,1
sky130_fd_sc_hd__a21boi_0,1
sky130_fd_sc_hd__clkdlybuf4s50_1,50
## worst paths after layout
path,endpoint,cells past startpoint
setup / recovery,S[13],11
hold / removal,S[14],4
## power groups by stage
stage | clock network [W] | registers, W | logic, W
4_1_cts | 0 | 0 | 0.0000657
5_1_grt | 0 | 0 | 0.0000719
6_report | 0 | 0 | 0.0000641
## final cells by class
type | count | area (sq um)
Multi-Input combinational cell | 75 | 671.9
Fill cell | 359 | 2160
Timing Repair Buffer | 50 | 500.5
Tap cell | 46 | 57.56
Inverter | 7 | 26.28
## per-layer routing
| metal | vias up | GRT usage | wire length, microns |
|---|---|---|---|
| met2 | 27 | 0.09711 | 907 |
| met4 | 0 | 0 | 0 |
| li1 | 408 | - | - |
| met3 | 0 | 0.02273 | 241 |
| met1 | 327 | 0.09109 | 995 |
| met5 | - | 0 | 0 |
No activity file was given, so power comes from the tool's default toggle rates.
